===== flow/run.sh =====
#!/bin/bash
# OpenROAD 26Q1-2900-gdf79404cd8, Yosys 0.63+post, stock flow scripts
make -C /OpenROAD-flow-scripts/flow DESIGN_CONFIG=/design/flow/config.mk WORK_HOME=/design/flow/orfs finish

===== flow/config.mk =====
export PLATFORM = sky130hd
export DESIGN_NAME = Bluetooth
export DESIGN_NICKNAME = Bluetooth
export VERILOG_FILES = /design/flow/design.v
export SDC_FILE = /design/flow/constraint.sdc
export NUM_CORES = 4
export LEC_CHECK = 1
export CORE_UTILIZATION = 30

===== flow/constraint.sdc =====
current_design Bluetooth

set clk_period 290.2
set clk_io_pct 0.2

create_clock -name clk0 -period $clk_period [get_ports {clk}]

set non_clock_inputs [all_inputs -no_clocks]
set_input_delay [expr $clk_period * $clk_io_pct] -clock clk0 $non_clock_inputs
set_output_delay [expr $clk_period * $clk_io_pct] -clock clk0 [all_outputs]

===== flow/design.v =====
`timescale 1ns / 1ps
module Bluetooth(input clk, input rx, output reg r, output [7:0]leds1
    );
reg z;
reg [7:0]leds=7'b0000000;
reg [1:0]state,nextstate;
parameter start1=3'b00;
parameter start0=3'b01;
reg control=0;
reg done=0;
reg[8:0]tmp=9'b000000000;
reg [19:0]i=20'b00000000000000000000;
reg [3:0]j=4'b0000;
reg [9:0]c=10'b1111111111;
reg [10:0]x=11'b11111111111;
reg delay = 0;
reg nclk = 0;
reg [1:0]c2=2'b11;
reg capture=0;
reg [31:0]p;
integer q=0;
always@(posedge clk)
begin
	if(c<868)
		c=c+1;
	else
	begin
	c=0;
	delay=~delay;
	end
end
always@(posedge delay)
begin
	if (c2>1)
	c2=0;
	else
	c2=c2+1;
end
always@(c2)
	begin
	if(c2==1)
	capture=1;
	else
	capture=0;
	end
always@(posedge capture)
state<=nextstate;
always@(*)
begin
case(state)
	start1:
		if(rx==1&&done==0)
		begin
		control=0;
		nextstate=start1;
		end
		else if(rx==0&&done==0)
		begin
		control=1;
		nextstate=start0;
		end
		else
		begin
		control=0;
		nextstate=start1;
		end
	start0:
		begin
			if(done==0)
			begin
			control=1;
			nextstate=start0;
			end
			else
			begin
			control=0;
			nextstate=start1;
			end
		end
	default:	nextstate=start1;
	endcase
end
always@(posedge capture)
begin
	if(control==1 && done==0)
	begin
		tmp<={rx , tmp[8:1]};
	end
end
always@(posedge capture)
begin
	if(control)
		if(j>=9)
		begin
		j=0;
		done=1;
		leds<=tmp[8:1];
		end
		else
		begin
		j=j+1;
		done=0;
		end
	else
		done=0;
end
assign leds1[7:0]=leds[7:0];
reg[5131:0]E;
reg [683:0]A;
reg [341:0]B;
reg [41:0]T;
reg [41:0]D;
reg [5131:0]H;
integer w =5131;
integer cn=0;
always@(posedge clk)
begin
if(q==654)
begin
	A=684'b1000_1000_1000_1000_1000_1000_1000_1000_1000_1000_1000_1000_1000_1000_1000_1000_1000_1000_1000_1000_1000_1000_1000_1000_1000_1000_1000_1000_1000_1000_1000_1000_1000_1000_1000_1000_1000_1000_1000_1000_1000_1000_1000_1000_1000_1000_1000_1000_1000_1000_1000_1000_1000_1000_1000_1000_1000_1000_1000_1000_1000_1000_1000_1000_1000_1000_1000_1000_1000_1000_1000_1000_1000_1000_1000_1000_1000_1000_1000_1000_1000_1000_1000_1000_1000_1000_1000_1000_1000_1000_1000_1000_1000_1000_1000_1000_1000_1000_1000_1000_1000_1000_1000_1000_1000_1000_1000_1000_1000_1000_1000_1000_1000_1000_1000_1000_1000_1000_1000_1000_1000_1000_1000_1000_1000_1000_1000_1000_1000_1000_1000_1000_1000_1000_1000_1000_1000_1000_1000_1000_1000_1000_1000_1000_1000_1000_1000_1000_1000_1000_1000_1000_1000_1000_1000_1000_1000_1000_1000_1000_1000_1000_1000_1000_1000_1000_1000_1000_1000_1000_1000;
	B=342'b0000000000_0000000000_0000000000_0000000000_0000000000_0000000000_0000000000_0000000000_0000000000_0000000000_0000000000_0000000000_0000000000_0000000000_0000000000_0000000000_0000000000_0_0000000000_0000000000_0000000000_0000000000_0000000000_0000000000_0000000000_0000000000_0000000000_0000000000_0000000000_0000000000_0000000000_0000000000_0000000000_0000000000_0000000000_0;
	T=42'b1000_1000_1000_1000_1000_1000_1000_1000_1000_1000_10;
	D=42'b00000_00000_00000_00000_00000_00000_00000_00000_00000_00000_00;
	H=E;
	case(leds)
	112:E={A,B,T,D,T,D,T,D,D,D,T,D, T,D,T,D,T,D,T,D ,T,D,D,D, T,D,D,D, T,D,T,D,D,D ,T,D,D,D, T,D,D,D,T,D,D,D,T,D,D,D ,T,D,T,D,T,D,T,D,D,D ,T,D,T,D,T,D,T,D , T,D,D,D,T,D,D,D, T,D,D,D, T,D , T,D,D,D, T,D,D,D, T,D,D,D, T,D,D,D ,A[42:0]};
49:E={A,B,T,D,T,D,T,D,D,D,T,D, T,D,T,D,T,D,T,D ,T,D,D,D, T,D,D,D, T,D,T,D,D,D ,T,D,D,D, T,D,D,D,T,D,D,D,T,D,D,D ,T,D,D,D,T,D,T,D,T,D ,T,D,D,D,T,D,T,D,T,D , T,D,T,D,D,D, T,D,D,D, T,D,D,D , T,D,T,D,D,D, T,D,D,D, T,D,D,D ,A[42:0]};
50:E={A,B,T,D,T,D,T,D,D,D,T,D, T,D,T,D,T,D,T,D ,T,D,D,D, T,D,D,D, T,D,T,D,D,D ,T,D,D,D, T,D,D,D,T,D,D,D,T,D,D,D ,T,D,T,D,D,D,T,D,T,D ,T,D,D,D,T,D,T,D,T,D , T,D,D,D,T,D, T,D,D,D, T,D,D,D , T,D,T,D,D,D, T,D,D,D, T,D,D,D ,A[42:0]};
51:E={A,B,T,D,T,D,T,D,D,D,T,D, T,D,T,D,T,D,T,D ,T,D,D,D, T,D,D,D, T,D,T,D,D,D ,T,D,D,D, T,D,D,D,T,D,D,D,T,D,D,D ,T,D,D,D,T,D,D,D,T,D,T,D ,T,D,D,D,T,D,T,D,T,D , T,D,T,D, T,D,D,D, T,D,D,D , T,D,T,D,D,D, T,D,D,D, T,D,D,D ,A[42:0]};
endcase
	if(H!=E)
		cn=0;
	if(w>-1&&cn==0)
		begin
		r=E[w];
		w=w-1;
		end
	else
		begin
		r=0;
		w=5131;
		cn=1;
		end
q=0;
end
else q=q+1;
end
endmodule

==> results.cfg <==
; synthesis and place-and-route metrics
[status]
outcome = finished, violations left
violations = antenna violations

[yosys]
syn_inst = 18786
yosysWarnings = 1
synth_cell_types = 99
synth_seq_share_pct = 62.72
synth.avg_cell_area_um2 = 13.38
ys_seq_elements = 5264
netlist_top_cells_count = 5,218 x edfxtp_1, 4,564 x and2_1, 1,013 x nor4_1, 775 x mux2i_1, 771 x clkbuf_1
ys_chip_area_um2 = 251300
area_leaders = edfxtp_1 62%, and2_1 11%, mux4_2 4.4%
ys.flop_type = edfxtp_1
async_flop_share_pct = 0
syn-cell-area_um2 = 251300
synthMostInstantiatedCell = edfxtp_1
synth_top_area_share_pct = 62.35
edf_count = 5218
synth-cells-yosys = 18786
yosysTopAreaCell = edfxtp_1

[sta]
rsz0062_at_grt = false
finalClockPeriodUsage_pct = 20.67
final-max-slew-violation-count = 0
hold_viol_final = 0
fmax_mhz = 16.67
slew_headroom_pct = 8.720
fin_crit_ns = 59.97
untimed_endpoints = 52
unclocked_pins = 24
worstMarginPinSlew_ns = 1.357
whs_ns = 0.4628
tns_ns = 0
setup_viol = 0
fin_skew_ns = 0.09560

[clock_network]
post_cts_buffers = 0
postCtsResizedCells = 0
htreeDepth = 6
numCtsBuffers = 588
cts_tree = built
ctsRootBufferMaster = clkbuf_16
cts.clk_slew.worst_paths_ns = 0.05
insertion_delay_ns = 1.16
clk_path_buf_depth = 4
postCtsHoldBufs = 0

[critical_path]
path_buffers = 1
cp_max_fo = 1
worstPathRequired_ns = 232.16
critPathKind = reg -> out
crit_chain = clkdlybuf4s50_1
crit_family = buffers and inverters
crit_cells = 1
crit_arrival_ns = 1.93
critPathLaunchType = flip-flop
reg2reg_depth = 18
critical-path-slowest-cell = clkdlybuf4s50_1
max_stage_delay_ns = 0.47
endpoint_kind = output pin

[global_route]
grt_max_degree = 225
grt_pass1_vias = 165156
grt_usage_pct = 22.18
antenna_found_initial = 126
grt_overflow = 0
grt_first_pass_wirelength_um = 1260000

[routing]
ant_nets = 1
drt-total-wl_um = 898100
avgRoutedWirePerCell_um = 29.36
drtIter0Drc = 16429
drc_errors = 0
drt_first_pass_iters = 9
viasPerCell = 5.486
dr_total_vias = 167792

[worst_hold_path]
hp-class = reg -> reg
hold_depth = 1

[power_and_ir_drop]
p_leak_nw = 83.12
cellPowerDensity_nw_per_um2 = 5.394
ir_drop_mv = 0.006714

[finish]
area_delta_synth_final_pct = 13.40
logic_area_um2 = 88680
nFillCells = 79543
drive_gt1_share_pct = 11.72
register_area_um2 = 157600
fin_area_um2 = 285000

[die]
die_area_um2 = 841300
fp_util_pct = 30.16
rows = 335
die_w_um = 917.2
core-area_um2 = 833300
io_pins = 11
fp.dieH_um = 917.2

[placement]
io_buffers = 10
placed_cell_area_um2 = 266300
hpwl_um = 590600
gp_congestion = 0.9837

[run]
maxCapViolCount = 0
tool_warnings = 248
## metal layers
layer	GRT usage [%]	up-vias	share of wire (%)
met1	25.54	83165	34
met5	4.333	-	0.58
met4	12.74	164	6.8
li1	-	72513	-
met2	28.51	9670	41
met3	17.88	2280	18
## metrics by stage
| step | total power, mW | setup slack, ns | utilization, % | std cells |
|---|---|---|---|---|
| global placement | 0.8351 | 231.37 | 31.96 | 29359 |
| detailed placement | 0.8351 | 231.37 | 31.96 | 29359 |
| floorplan | 0.8351 | 0.08421 | - | 18816 |
| finish | 1.537 | 230.23 | 34.20 | 30584 |
| global route | 1.573 | 230.15 | 34.17 | 30470 |
| CTS | 1.546 | 230.14 | 34.14 | 30394 |
## final timing paths
kind,from,endpoint,slack [ns]
worst min-delay path,c[0]$_SDFF_PP0_,c[0]$_SDFF_PP0_,0.46
worst min register to register,c[0]$_SDFF_PP0_,c[0]$_SDFF_PP0_,0.46
worst max-delay path,r$_SDFFCE_PN0N_,r,230.23
worst max register to register,w[0]$_SDFFCE_PN1N_,r$_SDFFCE_PN0N_,282.36
## cell usage in the layout (no fill, tap or decap), types with 243 or more instances in the layout
cell type	n
buf_4	682
nand2_1	540
o21ai_0	399
edfxtp_1	5218
nor2_1	465
nor4b_1	333
mux2i_1	775
o22ai_1	243
mux4_2	495
clkbuf_16	589
nand4_1	396
nand2b_1	463
nor4_1	1003
a21oi_1	451
and2_1	4562
## registers in the layout, summed over array words and instances (netlist names)
name / count
leds: 8
c2: 2
tmp: 8
r: 1
cn: 32
w: 32
done: 1
q: 32
c: 10
state: 1
E: 5132
delay: 1
j: 4
## layout make-up
cell class,instances,area share (%)
Tap cell,11121,4.882
Clock buffer,747,5.380
Antenna cell,190,0.1668
Timing Repair Buffer,731,2.106
Inverter,28,0.04742
Sequential cell,5264,55.30
Multi-Input combinational cell,12215,31.12
Clock inverter,288,0.9979
## kinds of logic after synthesis
logic type,after synthesis,share of synthesized area (%)
simple gates,8336,20.03
flops,5264,62.72
compound gates,2364,6.508
mux,1414,8.168
buf+inv,1337,2.323
xor+xnor,62,0.2161
fa+ha+maj,8,0.03983
other cells,1,0.001492
## report_power, final
part	internal, mW	total, mW	switching [mW]
combinational	0.0000135	0.000101	0.0000586
clock	0.394	0.718	0.324
sequential	0.819	0.819	0
total	1.21	1.54	0.324
Power is estimated from default activity; no workload was simulated.
